==> ./design.v <==
`timescale 1ns / 1ps
module Mealy(input P0,P1,clk,reset,output reg z);
    parameter S0=0, S1=1, S2=2, S3=3;
    reg [1:0] PS,NS;
    always @(posedge clk or posedge reset)
        begin
            if(reset)
                PS <= S0;   
            else    
                PS <= NS;
        end             
    always@(*)
        begin   
            z=0;
            case(PS)
                S0: begin 
                    if (P1)
                        NS = S1;
                    else if (P0)
	                    NS = S0;
	                 else
	                    NS = S0;
                     end
                S1: begin 
                    if (P1)
                        NS = S2;
                    else if (P0)
                        NS = S0;
	                 else
	                    NS = S1;
                     end
                S2: begin 
                    if (P0)
                        NS = S3;
                    else if (P1)
                        NS = S1;
	                 else
	                    NS = S2;
                    end 
                S3: begin 
                    if (P1) begin
                        NS = S1;
                        z=1;
                        end
                    else if (P0)
                        NS = S0; 
	                else
	                    NS = S3;
                    end
            endcase
        end
endmodule
module Moore(input P0,P1,clk,reset,output reg z);
    parameter S0=0, S1=1, S2=2, S3=3, S4=4;
    reg [2:0] PS,NS;
    always @(posedge clk or posedge reset)
        begin
            if(reset)
                PS <= S0;   
            else    
                PS <= NS;
        end             
    always@(PS or P1 or P0)
        begin   
            case(PS)
                S0: begin 
                    z=0;
                    if (P1)
                        NS = S1;
                    else if (P0)
	                    NS = S0;
	                 else
	                    NS = S0;
                     end
                S1: begin 
                    if (P1)
                        NS = S2;
                    else if (P0)
                        NS = S0;
	                 else
	                    NS = S1;
                     end
                S2: begin 
                    if (P0)
                        NS = S3;
                    else if (P1)
                        NS = S1;
	                 else
	                    NS = S2;
                    end 
                S3: begin 
                    if (P0)
                        NS = S4;
                    else if (P1)
                        NS = S1; 
	                else
	                    NS = S3;
                    end
                S4: begin
                    if (P0)
                        NS = S0;
                    else if (P1)
                        NS = S1;
	                 else
	                    NS = S4;
                    end
            endcase
        end
    always @ (PS)
        begin
        case (PS)
            S0 : z = 0;
            S1 : z = 0;
            S2 : z = 0;
            S3 : z = 0;
            S4 : z = 1;
        endcase
        end
endmodule
module Debouncer(input RAW, input clk, output reg CLEAN);
    reg[2:0] counter;
    wire TC;
    always @(posedge clk) begin
        if (~RAW)
            counter <= 3'b000;
        else
            counter <= counter + 3'b001;
    end
    assign TC = (counter==3'b111);
    always @(posedge clk) begin
        if (~RAW)
            CLEAN <= 1'b0;
        else if (TC)
            CLEAN <= 1'b1;
    end
endmodule
==> ./run.sh <==
#!/bin/bash
# OpenROAD 26Q1-2900-gdf79404cd8, Yosys 0.63+post, stock flow scripts
make -C /OpenROAD-flow-scripts/flow DESIGN_CONFIG=/design/flow/config.mk WORK_HOME=/design/flow/orfs finish
==> ./config.mk <==
export PLATFORM = sky130hd
export DESIGN_NAME = Mealy
export DESIGN_NICKNAME = Mealy
export VERILOG_FILES = /design/flow/design.v
export SDC_FILE = /design/flow/constraint.sdc
export NUM_CORES = 4
export LEC_CHECK = 1
export CORE_AREA = 10 10 70 70
export DIE_AREA = 0 0 80 80
==> ./constraint.sdc <==
current_design Mealy

set clk_period 1.0
set clk_io_pct 0.2

create_clock -name clk0 -period $clk_period [get_ports {clk}]

set non_clock_inputs [all_inputs -no_clocks]
set_input_delay [expr $clk_period * $clk_io_pct] -clock clk0 $non_clock_inputs
set_output_delay [expr $clk_period * $clk_io_pct] -clock clk0 [all_outputs]
==> out/metrics.yaml <==
floorplan:
  fp-row-count: 21
  fp.dieW_um: 80
  initCoreUtil_pct: 5.20
  chipArea_um2: 6400
  num_io_pins: 5
  coreArea_um2: 3420
  die_y_um: 80
setup_path:
  critical_path.endpoint: "z"
  required_ns: 0.80
  r2r-end: "PS[2]"
  critPathLaunch: "PS[3]"
  critPathCaptureType: "output port"
  r2r_slack_ns: 0.01
  crit_path_start_kind: "register"
  timing.rr.start: "PS[3]"
  crit_fanout: 2
  r2r_cells: 5
  arrival_ns: 0.84
  critical_path_class: "register to output port"
yosys:
  ys_area_um2: 178
  ys_warn_count: 1
  syn-cell-area_um2: 178
  synthCells: 19
  ys_seq_share_pct: 57.0
  postSynthAreaPerCell_um2: 9.35
  synth_flops: 4
  yosysCellCount: 19
  synth.distinct_cells: 11
clocking:
  cts_made_buffers: 3
  cts_tree: "built"
  htreeDepth: 1
  clock_sinks: 4
  ctsLongestPathBuffers: 2
  clk_pin_slew_ns: 0.04
  cts_root_buffer: "clkbuf_4"
  worstSkewPairLatency_ns: 0.24
routing:
  insertedDiodeCount: 0
  vias: 171
  detail-route-antenna-nets: 0
  wl_per_cell_um: 6.29
  drt_iter0_markers: 18
  drt-total-wl_um: 484
  drt_pass1_iterations: 2
  viasPerCell: 2.22
  drt_drc_violations_left: 0
run_status:
  status: "finished with violations"
  violations: "setup timing"
power_and_ir_drop:
  p_sw_mw: 0.125
  seqPwrFrac_pct: 38.9
  clockPowerShare_pct: 45.1
  power_density_nw_per_um2: 1510
  combPwrFrac_pct: 16.0
  internal-power_mw: 0.384
  swShare_pct: 24.5
  p_leak_nw: 0.146
  vdd_drop_max_v: 0.000290
final_timing:
  whs_ns: 0.135
  fin_crit_ns: 1.04
  finalHoldViolCount: 0
  drv_slew: 0
  max_slew_margin_pct: 89.8
  setup_violations: 1
  worst_pin_slew_ns: 0.151
  fin_worst_skew_ns: 0.00440
  rsz0062_at_grt: "yes"
  setup_ws_ns: -0.0358
  fmax_ghz: 0.965
  period_used_pct: 104
final_layout:
  syn2layout_area_growth_pct: 89.4
  logic_area_um2: 76.3
  drive_gt1_share_pct: 32.3
  seqCellArea_um2: 101
  utilization_pct: 9.85
  design_area_um2: 337
  top_regs: "PS (4)"
  top_register: "PS"
  fillers: 400
  largest_reg_flops: 4
  lay_top_cells: "dfrtp_1, nand2_1, clkbuf_4, buf_4"
global_route:
  grt_overflow: 0
  grt_max_degree: 7
  grt_pass1_vias: 188
  track_usage_pct: 1.83
  antenna_found_initial: 0
  grt_pass1_wl_um: 848
flow_run:
  max_cap_violations: 0
  tool_warnings: 27
placed_design:
  routabilityCongestion: 0.758
  io_buffers: 4
  place_area_um2: 298
worst_hold_path:
  min-delay-path-class: "input pin to async pin"
==> cells by family after synthesis <==
kind of cell | after synthesis | share of synthesized area (%)
AND-OR/OR-AND | 5 | 15.5
buffers and inverters | 2 | 4.23
flip-flops | 4 | 57.0
AND/OR/NAND/NOR | 8 | 23.2
==> layer usage <==
metal	part of all wire, %	track usage [%]
met2	29	2.17
met1	43	1.67
met3	27	2.95
met4	0	0.176
met5	0	0
==> stage by stage <==
| step | cells | worst slack [ns] | power [mW] | setup TNS [ns] |
|---|---|---|---|---|
| floorplan | 19 | 0.224 | 0.227 | 0 |
| global placement | 72 | -0.443 | 0.260 | -0.718 |
| detailed placement | 72 | -0.462 | 0.266 | -0.880 |
| CTS | 77 | -0.0412 | 0.513 | -0.0412 |
| global route | 77 | -0.0851 | 0.539 | -0.144 |
| finish | 77 | -0.0358 | 0.508 | -0.0358 |
==> synthesized netlist by cell type, drive strengths merged <==
cell type / n / area [um^2]
a21o: 1 / 7.51
a21oi: 1 / 5.00
and2: 1 / 6.26
dfrtp: 3 / 75.1
dfstp: 1 / 26.3
inv: 2 / 7.51
nand2: 3 / 11.3
nand2b: 2 / 12.5
nor2: 1 / 3.75
nor3b: 1 / 7.51
o21ai: 3 / 15.0
==> cell type report <==
type | count | share of cell area [%]
Clock buffer | 4 | 7.81
Inverter | 2 | 2.23
Multi-Input combinational cell | 13 | 22.7
Sequential cell | 4 | 30.1
Tap cell | 46 | 17.1
Timing Repair Buffer | 8 | 20.1
==> how the worst min path moves through the flow <==
stage | from | to | slack (ns) | depth (start not counted)
CTS | reset | PS[2] | 0.14 | 2
global route | reset | PS[1] | 0.14 | 2
finish | reset | PS[2] | 0.14 | 2
==> repair_timing <==
item,CTS,global route
hold buffers,0,0
pin swaps,2,0
resized,7,1
buffers inserted,1,0
hold endpoints to repair,0,0
setup endpoints to repair,1,3
==> worst max-delay path: stages (launching register included) <==
cell	delay, ns
dfrtp_1	0.36
and2_1	0.13
buf_2	0.10
==> power groups by stage <==
stage | logic, mW | clock network, mW | registers [mW]
finish | 0.0811 | 0.229 | 0.198
CTS | 0.0807 | 0.235 | 0.197
global route | 0.0926 | 0.245 | 0.201
Power figures rest on the tool's default switching activity, not on a simulated workload.
